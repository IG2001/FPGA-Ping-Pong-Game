**design/flow/design.v**
```verilog
module VGA_Connection(clk, reset, Hsync, Vsync, vid_on, pTick, x, y);
	input clk, reset;
	output Hsync, Vsync, vid_on, pTick;
	output[9:0] x, y;
	localparam vgaH = 640;  
	localparam leftB = 48;  
	localparam rightB = 16;  
	localparam horzRe = 96;  
	localparam horzMax = vgaH + leftB + rightB + horzRe - 1;
	localparam startHorzRe = vgaH + rightB;
	localparam endHorzRe = vgaH + rightB + leftB - 1;
	localparam vgaV = 480;  
	localparam topB = 10;  
	localparam botB = 33;  
	localparam vertRe = 2;  
	localparam vertMax = vgaV + topB + botB + vertRe - 1;
	localparam startVertRe = vgaV + botB;
	localparam endVertRe = vgaV + botB + vertRe - 1;
	reg pixel;
	wire nextPixel, pixelTick;
	always@(posedge clk, posedge reset)
		if(reset)
			pixel <= 0;
		else
			pixel <= nextPixel;
	assign nextPixel = pixel + 1;
	assign pixelTick = (pixel == 0);
	reg[9:0] hCount, hCountNext, vCount, vCountNext;  
	reg HsyncCount, VsyncCount;  
	wire HsyncNext, VsyncNext; 
	always@(posedge clk, posedge reset)
		if(reset)
		begin	
			vCount <= 0;
			hCount <= 0;
			VsyncCount <= 0;
			HsyncCount <= 0;
		end
		else
		begin
			vCount <= vCountNext;
			hCount <= hCountNext;
			VsyncCount <= VsyncNext;
			HsyncCount <= HsyncNext;
		end
	always@(*)
	begin
		hCountNext = pixelTick ? hCount == horzMax ? 0 : hCount + 1 : hCount;
		vCountNext = pixelTick && hCount == horzMax ? (vCount == vertMax ? 0 : vCount + 1) : vCount;
	end
	assign HsyncNext = hCount >= startHorzRe && hCount <= endHorzRe;  
	assign VsyncNext = vCount >= startVertRe && vCount <= endVertRe;  
	assign vid_on = (hCount < vgaH) && (vCount < vgaV);  
	assign Hsync = HsyncCount;
	assign Vsync = VsyncCount;
	assign x = hCount;
	assign y = vCount;
	assign pTick = pixelTick;
endmodule 
```
**design/flow/run.sh**
```bash
#!/bin/bash
# OpenROAD 26Q1-2900-gdf79404cd8, Yosys 0.63+post, stock flow scripts
make -C /OpenROAD-flow-scripts/flow DESIGN_CONFIG=/design/flow/config.mk WORK_HOME=/design/flow/orfs finish
```
**design/flow/config.mk**
```make
export PLATFORM = sky130hd
export DESIGN_NAME = VGA_Connection
export DESIGN_NICKNAME = VGA_Connection
export VERILOG_FILES = /design/flow/design.v
export SDC_FILE = /design/flow/constraint.sdc
export NUM_CORES = 4
export LEC_CHECK = 1
export CORE_AREA = 10 10 91 91
export DIE_AREA = 0 0 101 101
```
**design/flow/constraint.sdc**
```tcl
current_design VGA_Connection

set clk_period 3.3
set clk_io_pct 0.2

create_clock -name clk0 -period $clk_period [get_ports {clk}]

set non_clock_inputs [all_inputs -no_clocks]
set_input_delay [expr $clk_period * $clk_io_pct] -clock clk0 $non_clock_inputs
set_output_delay [expr $clk_period * $clk_io_pct] -clock clk0 [all_outputs]
```
==> flow_summary.toml <==
# physical design summary
[cts]
clkTransAtPathRegs_ns = 0.08
cts_hold_buf = 0
post_cts_buffers = 0
cts-root-buf = "clkbuf_8"
cts_resized = 0
cts_tree = "yes"
cts_buffers = 3
clock_path_buffers = 2
clk-insertion-delay-late_ns = 0.26
cts_max_level = 1
clock-sinks = 23

[drt]
vias = 951
drt_iter0_markers = 54
routed_via_density = 4.28
drtPass1Iterations = 4
drtAntennaViolNets = 0
wl_met2_mm = 1.41
routed.top_layer = "met4"
totalWireLength_mm = 2.91
avgRoutedWirePerCell_microns = 13.1
dr_wl_met3_microns = 164
wl_met1_mm = 1.29
drc = 0
diodes = 0

[power_and_ir_drop]
report.power.total_uw = 461
p_leak_nw = 0.647
vdd_ir_drop_max_v = 0.000112
power.density_nw_per_um2 = 286

[yosys]
ys_types = 33
yosys_area_sq_um = 1220
syn_area_sq_um = 1220
ys.warnings.count = 1
ys_seq_share_pct = 47.0
yosys-stat-cells = 117
syn_area_per_cell_sq_um = 10.5
syn_inst = 117
ys.flops = 23

[run]
warning_count = 31
max-cap-violations = 0

[setup_path]
r2r_start = "hCount[0]$_DFFE_PP0N_"
rr_endpoint = "vCount[6]$_DFFE_PP0P_"
critPathCapture = "vid_on"
crit_start = "vCount[7]$_DFFE_PP0P_"
crit_path_end_kind = "output pin"
cp_max_fo = 4
crit_path_start_kind = "flop"
path_class = "reg -> out"
reg2regPathDepth = 5
arrival_ns = 1.65
required_ns = 2.64
reg2reg_slack_ns = 1.39

[die]
core_area_sq_um = 6350
die_x_microns = 101
fp-utilization_pct = 19.3
ioPinCount = 26
die_h_microns = 101
chipArea_sq_um = 10200
fp-row-count = 29

[layout]
syn2layout_area_growth_pct = 31.8
drive_above_1_share_pct = 8.97
fillers = 650
mostFrequentLayoutCell = "clkdlybuf4s50_1"
final_cell_mix = "clkdlybuf4s50_1, dfrtp_1, nand3_1, xnor2_1, nor2_1"
layout.cells.non_filler = 222

[place]
pre_cts_ws_ns = 1.28
dpl.hpwl_mm = 2.18
place_congestion = 0.786
portBuffers = 25
dp.cells = 218

[outcome]
status = "finished, final reports clean"

[sta]
fin_crit_ns = 2.31
period_used_pct = 70.0
max_slew.worst_pin.slew_ns = 0.552
finalHoldViolations = 0
totalNegativeSetupSlack_ns = 0
finClkSkew_ns = 0.00511
finalWorstSetupSlack_ns = 0.992
rsz0062_at_grt = "false"
maxSlewViolCount = 0
max_freq_mhz = 433
slew_headroom_pct = 63.0
setup_violations = 0

[grt]
grt_start_max_net_pins = 24
gr-total-overflow = 0
grt_pass1_wl_mm = 4.86
grt_pass1_vias = 961
antenna_found_initial = 0
grt.total_usage_pct = 5.68

[min_path]
hold_path.class = "reg -> reg"
[state kept, by name, summed over array words and instances (netlist names)]
register / flops
pixel: 1
VsyncCount: 1
vCount: 10
HsyncCount: 1
hCount: 10
[synthesized netlist by cell type, drive strengths merged]
library cell	n	area [sq um]
o31ai	1	7.51
xnor2	9	78.8
nand3b	1	7.51
nand4b	2	17.5
nand4	4	25.0
nor3	3	20.0
or4	1	7.51
and3	4	28.8
nand2	6	22.5
and4bb	1	16.3
nor2	8	30.0
and3b	1	8.76
and4b	2	23.8
nand4bb	1	11.3
and4	1	10.0
o21ai	7	35.0
o22ai	2	12.5
inv	7	26.3
or3	1	6.26
dfrtp	23	576
ha	7	87.6
nand3	10	62.6
a21oi	2	10.0
clkbuf	2	10.0
nand2b	1	6.26
xor2	4	35.0
and2b	1	8.76
nor4b	1	8.76
nor4	4	25.0
[cells by family (layout without fill, tap and decap cells)]
logic type | after synthesis | count (layout) | share of synthesized area [%]
simple gates | 53 | 53 | 28.3
flops | 23 | 23 | 47.0
xor+xnor | 13 | 13 | 9.30
fa+ha+maj | 7 | 7 | 7.15
buf+inv | 9 | 37 | 2.96
compound gates | 12 | 12 | 5.31
[where the power goes]
group          internal (mW)  total (mW)  switching, mW
Clock                 0.0860       0.172         0.0863
Combinational        0.00190     0.00748        0.00558
Sequential             0.282       0.282              0
[area by class of cell]
| cell class | count | area, sq um | area share [%] |
|---|---|---|---|
| Multi-Input combinational cell | 85 | 613 | 38.0 |
| Sequential cell | 23 | 576 | 35.7 |
| Timing Repair Buffer | 26 | 258 | 16.0 |
| Tap cell | 77 | 96.3 | 5.97 |
| Clock buffer | 4 | 45.0 | 2.79 |
| Inverter | 7 | 26.3 | 1.63 |
[worst min path at each step]
stage         depth (start not counted)                   from                     to
global route                          1  vCount[7]$_DFFE_PP0P_  vCount[7]$_DFFE_PP0P_
CTS                                   1  vCount[7]$_DFFE_PP0P_  vCount[7]$_DFFE_PP0P_
finish                                1  vCount[7]$_DFFE_PP0P_  vCount[7]$_DFFE_PP0P_
[metal layers]
metal  vias up  GRT usage (%)
met1       460           7.72
met4         0           1.18
met5         -              0
met3         2           1.18
li1        474              -
met2        15           9.14
[worst max-delay path, cell delays in order (launching register included)]
cell	delay [ns]
dfrtp_1	0.43
and3_2	0.23
nand2_1	0.10
and3b_1	0.16
clkdlybuf4s50_1	0.46
[metrics by stage]
| step | hold slack, ns | instance area (sq um) | utilization [%] |
|---|---|---|---|
| floorplan | 0.458 | 1220 | - |
| global placement | 0.504 | 1570 | 24.7 |
| detailed placement | 0.520 | 1570 | 24.7 |
| CTS | 0.533 | 1610 | 25.4 |
| global route | 0.559 | 1610 | 25.4 |
| finish | 0.531 | 1610 | 25.4 |
Power is estimated from default activity; no workload was simulated.
