`design/flow/run.sh`:
```
#!/bin/bash
# OpenROAD 26Q1-2900-gdf79404cd8, Yosys 0.63+post, stock flow scripts
make -C /OpenROAD-flow-scripts/flow DESIGN_CONFIG=/design/flow/config.mk WORK_HOME=/design/flow/orfs finish
```
`design/flow/config.mk`:
```
export PLATFORM = sky130hd
export DESIGN_NAME = Clock_Divider
export DESIGN_NICKNAME = Clock_Divider
export VERILOG_FILES = /design/flow/design.v
export SDC_FILE = /design/flow/constraint.sdc
export NUM_CORES = 4
export LEC_CHECK = 1
export CORE_AREA = 10 10 113 113
export DIE_AREA = 0 0 123 123
```
`design/flow/constraint.sdc`:
```
current_design Clock_Divider

set clk_period 3.7
set clk_io_pct 0.2

create_clock -name clk0 -period $clk_period [get_ports {clk}]

set non_clock_inputs [all_inputs -no_clocks]
set_input_delay [expr $clk_period * $clk_io_pct] -clock clk0 $non_clock_inputs
set_output_delay [expr $clk_period * $clk_io_pct] -clock clk0 [all_outputs]
```
`design/flow/design.v`:
```
module Clock_Divider(clk, cout);
	input clk;
	output reg cout = 0;
	reg[27:0] count = 0;
	always @ (posedge clk)
	begin
		if(count == 124999)
		begin
			count <= 0;
			cout <= ~cout;
		end
		else
			count <= count + 1;
	end
endmodule 
```
==> flow_summary.ini <==
; implementation run metrics
[grt]
grt_use_total_pct = 2.81
grt_pass1_vias = 803
grt_max_degree = 10
grt_overflow = 0
antenna_found_initial = 0
grt_pass1_wl_microns = 3700

[route]
wl_per_cell_microns = 7.75
vias = 897
antenna_cells = 0
drc_errors = 0
dr.pass1.iters = 4
ant_nets = 0
first_iter_violations = 48
wirelength_microns = 2090
vias_per_cell = 3.32

[critical_path]
critPathMaxFanout = 9
crit_type = reg2reg
required_ps = 3910
startpoint_type = flip-flop
cp.arrival_ps = 2180
cp-end-kind = flip-flop

[sta]
worst_pin_slew_ps = 650
period_needed_ps = 1970
post-route-period-util_pct = 53.3
max-slew-margin-rel_pct = 56.4
max_freq_mhz = 507
setup_viol = 0
fin_tns_setup_ps = 0
clock_skew_ps = 5.32
timing.final.hold_violations = 0
drv_slew = 0
rsz0062_at_grt = no

[power_and_ir_drop]
p_per_area_nw_per_um2 = 385
p_total_uw = 569
peakVddDrop_uv = 185
p_leak_nw = 0.513

[yosys]
ys_cells = 127
most_common_cell = dfxtp_1
common_cells = 28 x dfxtp_1, 17 x nor2_1, 13 x xor2_1, 11 x xnor2_1, 9 x nand4_1
largest_area_cell = dfxtp_1
syn_area_sq_um = 1220
synth_seq_share_pct = 48.6
yosys-stat-area_sq_um = 1220
syn_avg_cell_area_sq_um = 9.58
edf_count = 1
synth-async-reset-ratio_pct = 0
synth_top_area_share_pct = 46.1
ff_type = dfxtp_1
area_leaders = dfxtp_1 46%, xor2_1 9.4%, xnor2_1 7.9%
ys.flops = 29
syn_inst = 127
yosysUniqueCellTypes = 28
yosys_warnings = 1

[flow_run]
cap_violations = 0
warnings = 25

[clock_tree]
tritoncts = done
cts_made_buffers = 5
clkSlewWorstSetupHoldPaths_ps = 60
post_cts_buffers = 0
postCtsHoldBufs = 0
postCtsResizedCells = 0
clkSinkCount = 29
clock_path_buffers = 2
worstSkewPairLatency_ps = 280
htreeDepth = 2
clockRootBuffer = clkbuf_8

[placement]
dp_hpwl_microns = 1450
placed_cell_area_sq_um = 1390
globalplace.congestion = 0.810
io_buffer_count = 1

[floorplan]
fp.dieW_microns = 123
die_y_microns = 123
fp_util_pct = 11.8
die_area_sq_um = 15100
ioPinCount = 2
design.core.area_sq_um = 10300
num_rows = 37

[min_path]
hold_class = reg2reg

[layout]
fin_util_pct = 14.3
final_cell_area_sq_um = 1480
areaGrowthSynthToFinish_pct = 21.5
final_layout_size_suffix_gt1_share_pct = 7.46

[run_status]
status = completed
## final timing paths
check | depth (start not counted) | startpoint | slack, ps | to
max reg2reg | 4 | count[3] | 1730 | count[15]
max | 4 | count[3] | 1730 | count[15]
min | 1 | count[0] | 460 | count[0]
min reg2reg | 1 | count[0] | 460 | count[0]
## state kept, by name, summed over array words and instances, names as in the netlist
name / cells
count: 28
cout: 1
## metal layers
metal	GRT usage [%]	wire length [microns]	share of wire (%)
met3	0.463	54	2.6
met4	1.02	97	4.6
met5	0	0	0
met2	4.05	845	40
met1	4.14	1100	52
## critical path: stages, from the launching register on
cell	delay [ps]
dfxtp_1	400
nand4_1	210
or4_1	740
or3_1	400
a21oi_1	150
## logic make-up after synthesis
group,count (synthesis),synth area share [%]
AOI/OAI and AO/OA,4,2.06
and+or+nand+nor,65,29.7
DFF,29,48.6
buffers and inverters,4,1.34
adders and majority gates,1,1.03
xor gates and xnor gates,24,17.3
## through the flow
stage                     setup WS, ps  hold WS [ps]  std cells
after floorplan                   1970           430        127
after global placement            1800           445        263
after detailed placement          1730           454        263
after CTS                         1720           468        270
after global routing              1600           499        270
final                             1730           463        270
## power breakdown
group / internal [mW] / leakage, nW / total [mW] / switching, mW
logic: 0 / 0.232 / 0.000000232 / 0
registers: 0.314 / 0.237 / 0.314 / 0
clock network: 0.147 / 0.0443 / 0.256 / 0.109
## cell type report
cell class                 count  area (sq um)
fill                        1154          8850
multi-input combinational     94           609
sequential                    29           591
tap                          136           170
clock buffer                   7          86.3
inverter                       3          11.3
timing repair buffer           1          10.0
## placed cells by master, fill, tap and decap left out, drive strengths merged
cell type      synthesis  layout
xor2                  13      13
nand2                  7       7
o21ai                  1       1
and4                   2       2
xnor2                 11      11
dfxtp                 28      28
or3                    1       1
inv                    3       3
edfxtp                 1       1
nor4b                  2       2
nand3                  9       9
and3                   3       3
a31oi                  1       1
nor2b                  1       1
clkbuf                 0       7
or4                    1       1
clkdlybuf4s50          0       1
nand4                 10      10
a21oi                  1       1
and2                   1       1
a2111oi                1       1
nor4                   5       5
nor2                  17      17
nor3                   6       6
ha                     1       1
No activity file was given, so power comes from the tool's default toggle rates.
