`/design/flow/design.v`:
```
module ScreenRender(clk, reset, x, y, vid_on, screen_render, clk1, pad1_on, pad2_on, ball_on, pad1_colour, pad2_colour, ball_colour, winner);
	input clk, reset, clk1, vid_on;
	input[9:0] x, y;
	input pad1_on, pad2_on, ball_on;
	input[1:0] winner;
	input[11:0] pad1_colour, pad2_colour, ball_colour;
	output[11:0] screen_render;
	reg[11:0] screen;
	localparam vgaH = 640;
	localparam vgaV = 480;
	localparam xSize = 50;
	localparam ySize = 50;
	reg[9:0] xBlock = vgaH/2;
	reg[9:0] yBlock = vgaV/2;
	always@(posedge clk)
	begin 
		if(!reset)
			screen <= 0;  
		else
			begin
				if(winner == 2'b01)
					begin 
						if(pad1_on)
							screen <= pad1_colour;
						else if(pad2_on)
							screen <= pad2_colour;
						else
							screen <= 12'b000000000000;
					end
					else if(winner == 2'b10)
						screen <= pad1_colour;  
					else if(winner == 2'b11)  
						screen <= pad2_colour;
					else
						screen <= 0;
			end
	end
	assign screen_render = (vid_on) ? screen : 8'b0;
endmodule 
```
`/design/flow/run.sh`:
```
#!/bin/bash
# OpenROAD 26Q1-2900-gdf79404cd8, Yosys 0.63+post, stock flow scripts
make -C /OpenROAD-flow-scripts/flow DESIGN_CONFIG=/design/flow/config.mk WORK_HOME=/design/flow/orfs finish
```
`/design/flow/config.mk`:
```
export PLATFORM = sky130hd
export DESIGN_NAME = ScreenRender
export DESIGN_NICKNAME = ScreenRender
export VERILOG_FILES = /design/flow/design.v
export SDC_FILE = /design/flow/constraint.sdc
export NUM_CORES = 4
export LEC_CHECK = 1
export CORE_AREA = 10 10 71 71
export DIE_AREA = 0 0 81 81
```
`/design/flow/constraint.sdc`:
```
current_design ScreenRender

set clk_period 1.3
set clk_io_pct 0.2

create_clock -name clk0 -period $clk_period [get_ports {clk}]

set non_clock_inputs [all_inputs -no_clocks]
set_input_delay [expr $clk_period * $clk_io_pct] -clock clk0 $non_clock_inputs
set_output_delay [expr $clk_period * $clk_io_pct] -clock clk0 [all_outputs]
```
==> results.md <==
| Parameter | Reported | Unit |
|:---|:---|:---|
| First-pass iteration count of the detailed router | 4 | - |
| Cell at the root of the clock tree | sky130_fd_sc_hd__clkbuf_8 | - |
| Endpoint kind of the worst setup timing path | register | - |
| Critical path required time | 1450 | ps |
| Number of DRC violations after detailed-routing iteration 0 | 17 | - |
| Synthesized area divided by synthesized cell count | 9.43 | sq um |
| Worst vdd rail ir drop | 0.258 | mV |
| H-tree level count | 1 | - |
| Area share of xor/xnor cells in the synthesized design | 0 | - |
| Run status | finished clean | - |
| Final cell count without fillers | 168 | - |
| Number of endpoints with negative hold slack in the final report | 0 | - |
| Warning total across the stage logs | 59 | - |
| Global-route wire length before repair | 3130 | um |
| Finish-stage setup viols | 0 | - |
| Worst hold path depth | 3 | - |
| Placed wire-length estimate after detailed placement | 1830 | um |
| Basic-gate share of the synthesized area counting and, or, nand and nor cells | 0.147 | - |
| Most flop-heavy register | screen | - |
| Largest logic family | AND-OR/OR-AND gates | - |
| Minimum clock period | 1240 | ps |
| Clock Path Buffers | 2 | - |
| MUX area fraction | 0.160 | - |
| Flip-flop count of the largest register after layout | 12 | - |
| Final-report max-slew violation count | 0 | - |
| Crit path DAT | 1390 | ps |
| DIE AREA | 6560 | sq um |
| Area figure in the yosys stat output | 688 | sq um |
| Worst-case hold path end point | screen[3]$_SDFF_PN0_ | - |
| Kind of start point of the critical path | input pin | - |
| Total vias in the final route | 684 | - |
| Total of hold buffers inserted after clock tree synthesis | 0 | - |
| Worst Max-Slew Pin Slew | 340 | ps |
| RSZ-0062 raised after global routing | no | - |
| Number of diodes | 0 | - |
| Count of input and output buffers | 42 | - |
| Relative slew slack | 0.773 | - |
| Number of vias per cell | 4.07 | - |
| Critical Path Source | pad1_on | - |
| Syn Inst Count | 73 | - |
| Post-synth top area share | 0.349 | - |
| Synth Cell Area | 688 | sq um |
| Number of violations of the max-capacitance limit | 0 | - |
| DRC | 0 | - |
| Count of state elements after synthesis | 12 | - |
| YS warnings | 1 | - |
| Pwr Density | 838 | nW/um^2 |
| Number of cells in the yosys synthesis report | 73 | - |
| Switching part of the total power | 0.199 | - |
| Portion of total power attributed to sequential cells | 0.387 | - |
| Gpl congestion | 0.769 | - |
| Kind of critical path | in -> reg | - |
| Top area cells in the synthesized netlist | sky130_fd_sc_hd__dfxtp_1, sky130_fd_sc_hd__mux2i_1, sky130_fd_sc_hd__a22oi_1 | - |
| Sequential element share of the synthesized area | 0.349 | - |
| Synth unique cells | 17 | - |
| Maximum fanout along the worst path | 7 | - |
| Site Rows | 22 | - |
| Clock tree from TritonCTS | built | - |
| End-of-flow core utilization | 0.340 | - |
| Number of global-route vias before repair | 693 | - |
| Area Overhead vs Synth | 79.3 | % |
| Ratio of cells with drive above 1 in the final layout | 0.125 | - |
| Maximum number of pins on one net before global-route repair | 13 | - |
| Leakage power total | 0.543 | nW |
| Die Y-Extent | 81 | um |
| Synthesized-area fraction occupied by ao, oa, aoi and oai cells | 0.247 | - |
| Post-detailed-route count of antenna-violating nets | 0 | - |
| Placed cells | 164 | - |
| Total internal power | 828 | uW |
| Initial antenna violation count | 0 | - |
| Final worst-path cycle share | 0.955 | - |
| Largest registers | screen (12) | - |
| Area fraction in full adders, half adders and majority gates | 0 | - |
| Remaining global-route overflow | 0 | - |
| Starting density of the core | 0.189 | - |
| DRT Wirelength | 2040 | um |
| DR WL/cell | 12.1 | um |
| CTS clock-pin slew for the worst setup and hold paths | 50 | ps |
| Total CTS buffers | 3 | - |
| Overall Global Routing Usage | 0.0583 | - |
| Number of sinks on the clock net | 12 | - |
| Cell taking the most area after synthesis | sky130_fd_sc_hd__dfxtp_1 | - |
| Clock power share | 0.364 | - |
| Launch point of the worst hold path | reset | - |
| # fillers | 371 | - |
| Die extent in x | 81 | um |
| Comb power frac | 0.249 | - |
| Highest Clock Rate | 806 | MHz |
| Count of boundary I/O pins | 77 | - |
| Tot Pwr | 1.03 | mW |
| Type of the most critical hold path | in -> reg | - |
| Switching power of the nets | 206 | uW |
| Core footprint | 3630 | sq um |
-- layout make-up --
class | instances | area [sq um] | share of cell area
inverters | 1 | 3.75 | 0.00304
flip-flops and latches | 12 | 240 | 0.195
clock buffers | 4 | 55.1 | 0.0446
repair buffers | 50 | 485 | 0.394
multi-input cells | 53 | 389 | 0.315
well taps | 48 | 60.1 | 0.0487
-- layer usage --
layer	vias up	wire, um	GRT usage
li1	368	-	-
met1	287	849	0.0705
met2	27	917	0.0932
met3	2	243	0.0290
met4	0	25	0.0104
met5	-	0	0
-- power by group through the flow --
stage	clock network [mW]	logic (mW)	registers [mW]
CTS	0.388	0.258	0.400
global route	0.406	0.282	0.402
finish	0.376	0.258	0.400
-- worst max path at each step --
| stage | end | slack [ps] | cells after the start |
|---|---|---|---|
| CTS | screen[6]$_SDFF_PN0_ | 40 | 5 |
| global route | screen[8]$_SDFF_PN0_ | 10 | 5 |
| finish | screen[6]$_SDFF_PN0_ | 60 | 5 |
-- cells in the mapped netlist --
cell                       count
sky130_fd_sc_hd__o22ai_1      11
sky130_fd_sc_hd__buf_4         1
sky130_fd_sc_hd__nor2b_1       1
sky130_fd_sc_hd__o21ai_0       1
sky130_fd_sc_hd__and2_1       12
sky130_fd_sc_hd__nand2_1       3
sky130_fd_sc_hd__mux2i_1      11
sky130_fd_sc_hd__clkbuf_1      2
sky130_fd_sc_hd__buf_12        1
sky130_fd_sc_hd__a21oi_1       1
sky130_fd_sc_hd__dfxtp_1      12
sky130_fd_sc_hd__buf_6         2
sky130_fd_sc_hd__nor2b_2       1
sky130_fd_sc_hd__a311oi_1      1
sky130_fd_sc_hd__buf_2         1
sky130_fd_sc_hd__inv_1         1
sky130_fd_sc_hd__a22oi_1      11
-- layout by cell type (no fill, tap or decap), drive strengths merged, types with 2 or more instances in the layout --
cell	instances
o22ai	11
buf	9
mux2i	11
nand2	3
clkbuf	4
dfxtp	12
nor2b	2
a22oi	11
dlygate4sd2	12
clkdlybuf4s50	29
and2	12
-- per-stage QoR --
stage | TNS (ps) | hold slack, ps | setup WS (ps) | area [sq um]
final | 0 | 631 | 58.7 | 1230
after global routing | 0 | 652 | 12.7 | 1230
after CTS | 0 | 635 | 38.9 | 1230
after detailed placement | -7710 | 881 | -493 | 1190
after global placement | -7240 | 881 | -469 | 1190
after floorplan | 0 | 372 | 383 | 688
-- cell families (layout without fill, tap and decap cells) --
kind of cell           after synthesis  after routing
flip-flops                          12             12
AND-OR/OR-AND                       25             25
buffers and inverters                8             55
multiplexers                        11             11
AND/OR/NAND/NOR                     17             17
-- worst max-delay path, cell delays in order --
cell and delay, ps:
sky130_fd_sc_hd__clkdlybuf4s50_1 500, sky130_fd_sc_hd__nor2b_4 200, sky130_fd_sc_hd__buf_4 170, sky130_fd_sc_hd__a22oi_1 90, sky130_fd_sc_hd__o22ai_1 180
-- what timing repair did --
action,CTS,global route
endpoints found under the hold margin,0,0
endpoints found under the setup margin,12,4
pin swaps,1,0
gates resized,16,2
buffers inserted,0,0
Power figures rest on the tool's default switching activity, not on a simulated workload.
